===== design/flow/design.v =====
module adc128spiController (
input  wire        clk_40MHz,
input  wire        nReset,
output reg         spi_cs_n,      
output reg         spi_sclk,      
output reg         spi_din,       
input  wire        spi_dout,      
output reg  [11:0] audio_left,
output reg  [11:0] audio_right,
output reg         audio_ready    
);
reg [2:0] clk_div;
wire sclk_tick = (clk_div == 3'd7);
always @(posedge clk_40MHz or negedge nReset) begin
	if (!nReset)
		clk_div <= 3'd0;
	else
		clk_div <= clk_div + 3'd1;  
end
localparam ST_IDLE  = 2'd0;
localparam ST_PREP  = 2'd1;  
localparam ST_SHIFT = 2'd2;  
reg [1:0]  state;
reg [7:0] ctrl;
reg [4:0] rise_count;
reg [11:0] shift_reg;
reg [11:0] sample_word;
reg [2:0] prev_channel;
reg [2:0] next_channel;
always @(posedge clk_40MHz or negedge nReset) begin
	if (!nReset) begin
		spi_cs_n     <= 1'b1;
		spi_sclk     <= 1'b0;
		spi_din      <= 1'b0;
		audio_left   <= 12'd0;
		audio_right  <= 12'd0;
		audio_ready  <= 1'b0;
		state        <= ST_IDLE;
		rise_count   <= 5'd0;
		shift_reg    <= 12'd0;
		sample_word  <= 12'd0;
		ctrl         <= 8'h00;
		prev_channel <= 3'd0;  
		next_channel <= 3'd0;  
	end else begin
		audio_ready <= 1'b0;  
		case (state)
			ST_IDLE: begin
				ctrl       <= {2'b00, next_channel, 3'b000};
				spi_cs_n   <= 1'b0;
				spi_sclk   <= 1'b0;
				spi_din    <= ctrl[7];
				rise_count <= 5'd0;
				shift_reg  <= 12'd0;
				state <= ST_PREP;
			end
			ST_PREP: begin
				if (sclk_tick) begin
					state <= ST_SHIFT;
				end
			end
			ST_SHIFT: begin
				if (sclk_tick) begin
					if (spi_sclk == 1'b0) begin
						if (rise_count >= 5'd4 && rise_count <= 5'd15) begin
							shift_reg <= {shift_reg[10:0], spi_dout};
							if (rise_count == 5'd15) begin
								sample_word <= {shift_reg[10:0], spi_dout};
							end
						end
						ctrl <= {ctrl[6:0], 1'b0};
						rise_count <= rise_count + 5'd1;
						if (rise_count == 5'd15) begin
							case (prev_channel)
								3'd0: audio_left  <= sample_word;  
								3'd1: audio_right <= sample_word;  
								default: ;  
							endcase
							if (prev_channel == 3'd1) begin
								audio_ready <= 1'b1;
							end
							prev_channel <= next_channel;
							next_channel <= (next_channel == 3'd0) ? 3'd1 : 3'd0;
							spi_cs_n <= 1'b1;
							spi_sclk <= 1'b0;
							state    <= ST_IDLE;
						end else begin
							spi_sclk <= 1'b1;
						end
					end else begin
						spi_din  <= ctrl[7];
						spi_sclk <= 1'b0;
					end
				end
			end
			default: state <= ST_IDLE;
		endcase
	end
end
endmodule

===== design/flow/run.sh =====
#!/bin/bash
# OpenROAD 26Q1-2900-gdf79404cd8, Yosys 0.63+post, stock flow scripts
make -C /OpenROAD-flow-scripts/flow DESIGN_CONFIG=/design/flow/config.mk WORK_HOME=/design/flow/orfs finish

===== design/flow/config.mk =====
export PLATFORM = sky130hd
export DESIGN_NAME = adc128spiController
export DESIGN_NICKNAME = adc128spiController
export VERILOG_FILES = /design/flow/design.v
export SDC_FILE = /design/flow/constraint.sdc
export NUM_CORES = 4
export LEC_CHECK = 1
export CORE_UTILIZATION = 40

===== design/flow/constraint.sdc =====
current_design adc128spiController

set clk_period 4.8
set clk_io_pct 0.2

create_clock -name clk0 -period $clk_period [get_ports {clk_40MHz}]

set non_clock_inputs [all_inputs -no_clocks]
set_input_delay [expr $clk_period * $clk_io_pct] -clock clk0 $non_clock_inputs
set_output_delay [expr $clk_period * $clk_io_pct] -clock clk0 [all_outputs]

==> Implementation_results.wiki <==
== Flow metrics ==
{| class="wikitable"
! Metric !! Value
|-
| Yosys top cell by area || dfrtp_1
|-
| Worst IR drop on VDD || 0.000266 V
|-
| Quantity of gates resized following cts || 0
|-
| Delay of the slowest critical-path stage || 740 ps
|-
| Via count of the first global-routing pass || 1,607
|-
| Total instance count after detailed placement || about 330
|-
| Simple-gate area share of the yosys netlist || 7.94%
|-
| Aggregate global-route resource usage || 14.0%
|-
| Power Density || between 300 and 400 nW/um2
|-
| Post-synthesis chip area from yosys || 2820 um2
|-
| CP Data Required Time || 5020 ps
|-
| Buffer depth of the longest clock path || 2
|-
| Grt total ovfl || 0
|-
| Top_reg_cell synth || dfrtp_1
|-
| Registers with the highest flip-flop counts || audio_left: 12 flops, audio_right: 12 flops, sample_word: 12 flops
|-
| Biggest combinational cell group after synthesis || multiplexers
|-
| Cells after synthesis || 206
|-
| Final wirelength || 4430 um
|-
| Number of standard-cell rows in the floorplan || 30
|-
| CP dominant cell by count || ha_1
|-
| Final hold violation count || 0
|-
| Complex Gates by Area || 7.36%
|-
| Count of tool warnings || 28
|-
| Setup slack of the most critical reg-to-reg path || 2270 ps
|-
| Top area contributor share || 59.4%
|-
| Vias || around 1,600
|-
| Async set-or-reset flop fraction in the synthesized netlist || approximately 100%
|-
| Area contributors post-synth || dfrtp_1, mux2_2, mux2_4, nand2_1, ha_1
|-
| PnR worst setup slack || about 2300 ps
|-
| Clock insertion delay at the later pin of the skew report || 340 ps
|-
| DRT Pass-1 Iters || 4
|-
| Post-synthesis xor/xnor area fraction || less than 1%
|-
| Pin count of the biggest net entering global routing || 48
|-
| Pre-CTS setup slack || 2250 ps
|-
| FF-to-FF End || sample_word[11]
|-
| Die Wd || 86.0 um
|-
| Number of antenna repair diodes || 0
|-
| Standard cell core area || 6790 um2
|-
| Slew @ Worst Pin || 852 ps
|-
| Max_cap viols || 0
|-
| Count of state elements after synthesis || 69
|-
| Count of buffers from port buffering || 30
|-
| HP Class || flop to flop
|-
| Distinct lib cells used || 33
|-
| Startpoint Class || flop
|-
| Summed negative setup slack over all endpoints || 0 ps
|-
| Maximum clock skew at final layout || 9.49 ps
|-
| Fin crit share || 52.7%
|-
| Mean area per synthesized cell || 13.7 um2
|-
| Master cell of the clock root buffer || clkbuf_8
|-
| Number of slew-limit violations in the final report || 0
|-
| Share of layout cells above drive strength 1 || 27.2%
|-
| Fin cells || about 340
|-
| Area added between synthesis and finish || 22.1%
|-
| Die height || ~86 um
|-
| Initial standard-cell utilization of the core || 41.5%
|-
| Register share after synthesis || 61.3%
|-
| Worst path slowest cell || a211oi_4
|-
| Clock tree sinks || 69
|-
| Number of cell instances on the worst register-to-register path || 6
|-
| Post-route minimum period || approximately 2500 ps
|-
| RD Place Congestion || 0.818
|-
| Avg Vias per Cell || 4.79
|-
| Mapped Area || roughly 2800 um2
|-
| Clock-pin slew on the worst setup and hold paths || 70 ps
|-
| Hpwl dp || around 2800 um
|-
| Wirelength per Cell || about 13 um
|-
| Outcome || finished clean
|-
| Adder-cell share of the synthesized area || between 2 and 3%
|-
| Depth of the worst hold-timing path || 1
|-
| Share of synthesized area spent on multiplexers || 17.7%
|-
| Number of cell instances after yosys synthesis || ~210
|-
| Type of element capturing the critical path || flop
|-
| Launching point of the worst reg2reg path || clk_div[0]
|-
| RSZ-0062 raised after global routing || false
|-
| Setup bufs post-CTS || 0
|-
| Post-detailed-route count of antenna-violating nets || 0
|-
| Path type of the worst setup path || flop to flop
|-
| Worst min-delay path endpoint || clk_div[0]
|-
| Worst Min Path Start || clk_div[0]
|-
| Antenna violations before repair || 0
|-
| Wire length of the first global-routing pass || a little under 8000 um
|-
| Arrival time of the worst setup path || 2750 ps
|-
| Count of unresolved DRC violations after routing || 0
|-
| Cell-by-cell listing of the critical path || ha_1 -> ha_1 -> and3b_2 -> nand3_4 -> a211oi_4 -> mux2_2
|-
| Number of buffers inserted for hold repair after clock tree synthesis || 0
|-
| CTS buffer count || 9
|-
| Normalized max-slew margin || 43.0%
|-
| Top fanout value on the critical path || 12
|-
| Die Size || 7390 um2
|-
| Timing-limited maximum frequency || 396 MHz
|-
| Initial drt markers || 121
|-
| Final tally of setup violations || 0
|-
| Synth Warn # || 1
|-
| Number of primary I/O pins || 31
|-
| Count of flip-flops with a built-in enable after synthesis || 0
|-
| Count of H-tree levels built during CTS || 3
|-
| Leakage || between 1.5 and 2 nW
|-
| Clock tree from TritonCTS || done
|}
cells in the mapped netlist (2+ instances only):
cell	number
dfrtp_1	67
mux2_4	10
nand2_1	27
ha_1	6
a21oi_1	2
nor2_1	6
mux2_2	30
a22o_1	8
buf_6	2
o21ai_0	14
nand3_1	2
buf_2	2
nand3b_1	2
dfstp_2	2
inv_1	6
buf_4	2
clkbuf_1	2
layer usage:
layer,GRT usage (%),vias up,part of all wire (%)
li1,-,790,-
met1,21.6,814,48
met2,21.1,28,46
met3,4.39,5,4.6
met4,1.36,0,1.4
met5,0,-,0
critical path: cells and delay by family, from the launching register on:
family	cells	cell delay, ps
AND-OR/OR-AND	1	740
adder cells (fa/ha/maj)	2	420
flip-flops	1	350
multiplexers	1	410
AND/OR/NAND/NOR	2	500
cell usage in the layout, fill, tap and decap left out, drive strengths merged:
| master | n |
|---|---|
| nand3b | 2 |
| nor2 | 6 |
| dfstp | 2 |
| xnor2 | 1 |
| a21o | 1 |
| nor3 | 1 |
| ha | 6 |
| mux2i | 1 |
| clkbuf | 9 |
| a21oi | 2 |
| nand2b | 1 |
| dfrtp | 67 |
| nand2 | 27 |
| a211oi | 2 |
| clkdlybuf4s50 | 29 |
| inv | 6 |
| o22ai | 1 |
| clkinv | 3 |
| and3b | 1 |
| nand4 | 1 |
| a22o | 8 |
| a41o | 1 |
| nor2b | 1 |
| bufinv | 3 |
| and3 | 2 |
| o21ai | 14 |
| nand3 | 3 |
| a31oi | 1 |
| buf | 4 |
| mux2 | 40 |
power by group:
part / leakage [nW] / internal [mW] / switching (mW)
registers: 0.953 / 0.581 / 0
clock network: 0.119 / 0.343 / 0.207
logic: 0.573 / 0.00153 / 0.0110
total: 1.65 / 0.926 / 0.218
through the flow:
stage	hold WS [ps]	instance area [um2]	total power [mW]	utilization (%)
after CTS	432	3440	1.16	50.7
after detailed placement	418	3210	0.606	47.2
final	428	3440	1.14	50.7
after floorplan	401	2820	0.592	-
after global routing	459	3440	1.19	50.7
after global placement	413	3210	0.606	47.2
how the worst max path moves through the flow:
stage	from	slack (ps)	endpoint
after CTS	clk_div[0]	2240	sample_word[11]
after global routing	clk_div[0]	2080	sample_word[11]
final	clk_div[0]	2270	sample_word[11]
cell families (layout without fill, tap and decap cells):
| family | Yosys count | in the layout |
|---|---|---|
| flops | 69 | 69 |
| simple gates | 45 | 45 |
| mux | 41 | 41 |
| compound gates | 30 | 30 |
| buf+inv | 14 | 54 |
| fa+ha+maj | 6 | 6 |
| xor+xnor | 1 | 1 |
area by class of cell:
class | count | area (um2)
fillers | 556 | 3350
flip-flops and latches | 69 | 1730
multi-input cells | 123 | 1020
repair buffers | 33 | 318
clock buffers | 9 | 124
well taps | 96 | 120
clock inverters | 6 | 113
inverters | 6 | 22.5
Power is estimated from default activity; no workload was simulated.
