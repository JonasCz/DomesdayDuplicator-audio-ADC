===== ./config.mk =====
export PLATFORM = sky130hd
export DESIGN_NAME = pcm1802Slave
export DESIGN_NICKNAME = pcm1802Slave
export VERILOG_FILES = /design/flow/design.v
export SDC_FILE = /design/flow/constraint.sdc
export NUM_CORES = 4
export LEC_CHECK = 1
export CORE_UTILIZATION = 30

===== ./constraint.sdc =====
current_design pcm1802Slave

set clk_period 3.3
set clk_io_pct 0.2

create_clock -name clk0 -period $clk_period [get_ports {clk_40MHz}]

set non_clock_inputs [all_inputs -no_clocks]
set_input_delay [expr $clk_period * $clk_io_pct] -clock clk0 $non_clock_inputs
set_output_delay [expr $clk_period * $clk_io_pct] -clock clk0 [all_outputs]

===== ./design.v =====
module pcm1802Slave (
input  wire        clk_40MHz,
input  wire        nReset,
output reg         bck,
output reg         lrck,
output reg         scki,
input  wire        dout,
output reg  [23:0] left_out,
output reg  [23:0] right_out,
output reg         sample_ready
);
always @(posedge clk_40MHz or negedge nReset) begin
    if (!nReset)
        scki <= 1'b0;
    else
        scki <= ~scki;
end
reg [2:0] bck_div;
wire bck_tick = (bck_div == 3'd3);  
always @(posedge clk_40MHz or negedge nReset) begin
    if (!nReset) begin
        bck_div <= 3'd0;
        bck <= 1'b0;
    end else begin
        bck_div <= bck_div + 3'd1;
        if (bck_tick) begin
            bck_div <= 3'd0;
            bck <= ~bck;
        end
    end
end
reg [5:0] bck_count;
always @(posedge bck or negedge nReset) begin
    if (!nReset) begin
        bck_count <= 6'd0;
        lrck <= 1'b0;
    end else begin
        if (bck_count == 6'd31) begin
            bck_count <= 6'd0;
            lrck <= ~lrck;
        end else begin
            bck_count <= bck_count + 6'd1;
        end
    end
end
reg [4:0] bit_index;
reg [23:0] shift_reg;
reg        capture_active;
reg        lrck_d;
reg        current_left;
always @(posedge bck or negedge nReset) begin
    if (!nReset) begin
        bit_index <= 5'd0;
        shift_reg <= 24'd0;
        left_out <= 24'd0;
        right_out <= 24'd0;
        sample_ready <= 1'b0;
        capture_active <= 1'b0;
        lrck_d <= 1'b0;
        current_left <= 1'b1;
    end else begin
        sample_ready <= 1'b0;
        lrck_d <= lrck;
        if (lrck_d != lrck) begin
            capture_active <= 1'b1;
            shift_reg <= {shift_reg[22:0], dout};
            bit_index <= 5'd1;  
            current_left <= (lrck == 1'b0);
        end else if (capture_active) begin
            if (bit_index < 5'd24) begin
                shift_reg <= {shift_reg[22:0], dout};
                if (bit_index == 5'd23) begin
                    if (current_left) begin
                        left_out <= {shift_reg[22:0], dout};
                    end else begin
                        right_out <= {shift_reg[22:0], dout};
                        sample_ready <= 1'b1;  
                    end
                    capture_active <= 1'b0;  
                end
                bit_index <= bit_index + 5'd1;
            end
        end
    end
end
endmodule

===== ./run.sh =====
#!/bin/bash
# OpenROAD 26Q1-2900-gdf79404cd8, Yosys 0.63+post, stock flow scripts
make -C /OpenROAD-flow-scripts/flow DESIGN_CONFIG=/design/flow/config.mk WORK_HOME=/design/flow/orfs finish

==> impl_metrics.toml <==
# implementation run metrics
[power]
p_leak_nw = 2.00
vdd_ir_drop_max_uv = 107
p_per_area_nw_per_um2 = 64.4
clkPwrFrac_pct = 69.7
p_sw_share_pct = 21.1
pwr-share-comb_pct = 8.7
intPower_mw = 0.222
seq_power_share_pct = 21.6
switchingPower_mw = 0.0594

[worst_setup_path]
critPathMaxFanout = 2
path_buffers = 1
crit_family = "buffers and inverters"
crit_start = "bck$_DFFE_PN0N_"
crit_arrival_ns = 1.04
path_cells = "clkdlybuf4s50_1"
slowest_stage = "clkdlybuf4s50_1"
r2r_start = "bck$_DFFE_PN0N_"
path_class = "register to primary output"
critPathRequiredTime_ns = 2.64
max_stage_delay_ns = 0.47
critPathCaptureType = "primary output"
start_kind = "register"

[placed_design]
portBuffers = 54
gp_congestion = 0.752
dp_cells = 419
dpl.hpwl_um = 3980

[clocking]
cts_tree = "yes"
numCtsBuffers = 3
post_cts_resized = 0
cts_htree_levels = 1
hold_buffers = 0
ctsLongestPathBuffers = 2
clk_pin_slew_ns = 0.03
root_buffer = "clkbuf_16"
insertion_delay_ns = 0.23
cts_setup_buffers = 0

[die]
ios = 55
coreArea_sq_um = 11600
fp-utilization_pct = 31.3
die_h_um = 112
die-width_um = 112
fp-row-count = 39
chipArea_sq_um = 12500

[yosys]
ys_seq_elements = 92
top_area_cell = "dfrtp_1"
syn_avg_cell_area_sq_um = 16.1
yosys_warnings = 1
synthCells = 224
ys_types = 30
yosysChipArea_sq_um = 3620
ys_cells = 224
yosysTopAreaCellShare_pct = 63.0
top_cells_by_area = "dfrtp_1, mux2_2, mux2_4"
synth_area_sq_um = 3620
ys_seq_share_pct = 63.7

[timing]
finalSetupTns_ns = 0
min_period_ns = 1.70
maxSlewViolCount = 0
slew_headroom_pct = 51.0
max_clock_freq_mhz = 587
untimed_endpoints = 137
worst_pin_slew_ns = 0.734
hold_ws_ns = 0.412
skew_ns = 0.0000938
unclocked_regs = 87
report.final.hold_viol_count = 0
rsz0062_at_grt = "false"
post-route-period-util_pct = 51.6
setup_viol_count_final = 0

[drt]
vias = 1865
wl_um = 5660
first_iter_violations = 112
via_per_inst = 4.41
routedWlPerCell_um = 13.4
antenna_left = 0
diodes = 0
drc_errors = 0
first_pass_iters = 24

[run]
drv_cap = 0
warnings = 25

[grt]
overflow = 0
grt_max_degree = 89
antenna_found_initial = 0
grtUsageTotal_pct = 9.89
grt_pass1_wl_um = 9740
first_global_vias = 1947

[cells_and_area]
syn2layout_area_growth_pct = 20.8
layout.cells.non_filler = 423
layout-drive-gt1-share_pct = 31.4
nFillCells = 1084

[min_path]
worst_hold_path_type = "input pin to asynchronous set/reset pin"

[status]
status = "finished, final reports clean"
## worst paths after layout
kind,depth (start not counted),slack (ns),endpoint
max,1,1.60,bck
min,1,0.41,bck_div[0]$_DFF_PN0_
max reg2reg,2,2.08,bck$_DFFE_PN0N_
min reg2reg,1,0.41,scki$_DFF_PN0_
max in group asynchronous,1,2.54,bck$_DFFE_PN0N_
min in group clk0,1,0.41,scki$_DFF_PN0_
## per-layer routing
layer,track usage (%),up-vias,share of wire (%)
li1,-,893,-
met1,16.5,936,51
met2,15.0,34,44
met3,1.50,2,4.5
met4,0.360,0,0.12
met5,0,-,0
## placed cells by master (no fill, tap or decap)
| cell | instances |
|---|---|
| dfrtp_1 | 90 |
| clkdlybuf4s50_1 | 53 |
| mux2_2 | 51 |
| mux2_4 | 20 |
| nand2_1 | 6 |
| buf_4 | 6 |
| inv_1 | 5 |
| a21oi_1 | 5 |
| nand3_1 | 5 |
| xnor2_1 | 5 |
| nor2_1 | 4 |
| o21ai_0 | 3 |
| ha_1 | 3 |
| clkbuf_16 | 3 |
| xor2_1 | 2 |
| nor2b_1 | 2 |
| or3_1 | 2 |
| nor3b_1 | 1 |
| and2_1 | 1 |
| and3_1 | 1 |
| nand4b_2 | 1 |
| xor2_2 | 1 |
| a21o_1 | 1 |
| or4_1 | 1 |
| a21boi_0 | 1 |
| a21bo_2 | 1 |
| and4_2 | 1 |
| maj3_1 | 1 |
| nor2_2 | 1 |
| dfrtp_2 | 1 |
| clkinv_2 | 1 |
| dfstp_2 | 1 |
## cell usage after synthesis
cell type and n:
dfrtp_1 91, mux2_2 51, mux2_4 20, nand2_1 6
a21oi_1 5, inv_1 5, nand3_1 5, xnor2_1 5
nor2_1 4, buf_6 3, ha_1 3, o21ai_0 3
buf_12 2, buf_2 2, nor2b_1 2, or3_1 2
xor2_1 2, a21bo_2 1, a21boi_0 1, a21o_1 1
and2_1 1, and3_1 1, and4_1 1, dfstp_2 1
maj3_1 1, nand4b_2 1, nor2_2 1, nor3b_1 1
or4_1 1, xor2_2 1
## kinds of logic (layout without fill, tap and decap cells)
logic type / after synthesis / count (layout) / synth area share [%]
XOR/XNOR: 8 / 8 / 2.15
buffers and inverters: 12 / 68 / 2.84
flip-flops: 92 / 92 / 63.7
multiplexers: 71 / 71 / 24.2
adder cells (fa/ha/maj): 4 / 4 / 1.32
AND-OR/OR-AND: 11 / 11 / 1.80
AND/OR/NAND/NOR: 26 / 26 / 4.01
## power by group through the flow
stage	sequential [mW]	combinational, mW	clock [mW]
CTS	0.0608	0.0265	0.199
global route	0.0608	0.0302	0.202
finish	0.0608	0.0245	0.196
## stage by stage
step / power, mW / setup slack [ns] / utilization (%) / area [sq um]
final: 0.281 / 1.60 / 37.8 / 4370
after global routing: 0.292 / 1.55 / 37.8 / 4370
after CTS: 0.286 / 1.58 / 37.8 / 4370
after detailed placement: 0.0881 / 1.82 / 37.1 / 4290
after global placement: 0.0875 / 1.82 / 37.1 / 4290
after floorplan: 0.0624 / 1.36 / - / 3620
## layout make-up
| cell class | count | area, sq um | area share [%] |
|---|---|---|---|
| Sequential cell | 92 | 2300 | 52.7 |
| Multi-Input combinational cell | 120 | 1210 | 27.7 |
| Timing Repair Buffer | 59 | 576 | 13.2 |
| Tap cell | 143 | 179 | 4.10 |
| Clock buffer | 3 | 75.1 | 1.72 |
| Inverter | 5 | 18.8 | 0.430 |
| Clock inverter | 1 | 5.00 | 0.115 |
Power and IR drop assume default switching activity.
