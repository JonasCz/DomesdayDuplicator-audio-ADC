==> flow/design.v <==
module dataGenerator (
	input nReset,
	input clock,
	input [9:0] adc_databus,
	input testModeFlag,
	input [11:0] audio_left_in,
	input [11:0] audio_right_in,
	input audio_ready,
	input [23:0] pcm_left_in,
	input [23:0] pcm_right_in,
	input pcm_ready,
	output [15:0] dataOut
);
reg [9:0] adcData;
reg [9:0] testData;
reg [47:0] sequenceCount;
reg [8:0] sample_in_frame;
reg [11:0] audio_left_latch;
reg [11:0] audio_right_latch;
reg [23:0] pcm_left_latch;
reg [23:0] pcm_right_latch;
reg [5:0] top_6_bits;
localparam [191:0] SYNC_PATTERN = 192'hDDDF20251015DDDF20251015DDDF20251016FEDCBA987654;
assign dataOut[15:10] = top_6_bits;
assign dataOut[9:0] = testModeFlag ? testData : adcData;
always @ (posedge clock, negedge nReset) begin
	if (!nReset) begin
		adcData <= 10'd0;
		testData <= 10'd0;
		sequenceCount <= 48'd0;
		sample_in_frame <= 9'd0;
		audio_left_latch <= 12'd0;
		audio_right_latch <= 12'd0;
		pcm_left_latch <= 24'd0;
		pcm_right_latch <= 24'd0;
		top_6_bits <= 6'd0;
	end else begin
		adcData <= adc_databus;
		if (testData == 10'd1021 - 1)
			testData <= 10'd0;
		else
			testData <= testData + 10'd1;
		if (audio_ready) begin
			audio_left_latch <= audio_left_in;
			audio_right_latch <= audio_right_in;
		end
		if (pcm_ready) begin
			pcm_left_latch <= pcm_left_in;
			pcm_right_latch <= pcm_right_in;
		end
        case (sample_in_frame)
            9'd0:  top_6_bits <= SYNC_PATTERN[5:0];
            9'd1:  top_6_bits <= SYNC_PATTERN[11:6];
            9'd2:  top_6_bits <= SYNC_PATTERN[17:12];
            9'd3:  top_6_bits <= SYNC_PATTERN[23:18];
            9'd4:  top_6_bits <= SYNC_PATTERN[29:24];
            9'd5:  top_6_bits <= SYNC_PATTERN[35:30];
            9'd6:  top_6_bits <= SYNC_PATTERN[41:36];
            9'd7:  top_6_bits <= SYNC_PATTERN[47:42];
            9'd8:  top_6_bits <= SYNC_PATTERN[53:48];
            9'd9:  top_6_bits <= SYNC_PATTERN[59:54];
            9'd10: top_6_bits <= SYNC_PATTERN[65:60];
            9'd11: top_6_bits <= SYNC_PATTERN[71:66];
            9'd12: top_6_bits <= SYNC_PATTERN[77:72];
            9'd13: top_6_bits <= SYNC_PATTERN[83:78];
            9'd14: top_6_bits <= SYNC_PATTERN[89:84];
            9'd15: top_6_bits <= SYNC_PATTERN[95:90];
            9'd16: top_6_bits <= SYNC_PATTERN[101:96];
            9'd17: top_6_bits <= SYNC_PATTERN[107:102];
            9'd18: top_6_bits <= SYNC_PATTERN[113:108];
            9'd19: top_6_bits <= SYNC_PATTERN[119:114];
            9'd20: top_6_bits <= SYNC_PATTERN[125:120];
            9'd21: top_6_bits <= SYNC_PATTERN[131:126];
            9'd22: top_6_bits <= SYNC_PATTERN[137:132];
            9'd23: top_6_bits <= SYNC_PATTERN[143:138];
            9'd24: top_6_bits <= SYNC_PATTERN[149:144];
            9'd25: top_6_bits <= SYNC_PATTERN[155:150];
            9'd26: top_6_bits <= SYNC_PATTERN[161:156];
            9'd27: top_6_bits <= SYNC_PATTERN[167:162];
            9'd28: top_6_bits <= SYNC_PATTERN[173:168];
            9'd29: top_6_bits <= SYNC_PATTERN[179:174];
            9'd30: top_6_bits <= SYNC_PATTERN[185:180];
            9'd31: top_6_bits <= SYNC_PATTERN[191:186];
            9'd32: top_6_bits <= audio_left_latch[11:6];
            9'd33: top_6_bits <= audio_left_latch[5:0];
            9'd34: top_6_bits <= audio_right_latch[11:6];
            9'd35: top_6_bits <= audio_right_latch[5:0];
            9'd36: top_6_bits <= 6'd0;
            9'd37: top_6_bits <= 6'd0;
            9'd38: top_6_bits <= pcm_left_latch[23:18];
            9'd39: top_6_bits <= pcm_left_latch[17:12];
            9'd40: top_6_bits <= pcm_left_latch[11:6];
            9'd41: top_6_bits <= pcm_left_latch[5:0];
            9'd42: top_6_bits <= pcm_right_latch[23:18];
            9'd43: top_6_bits <= pcm_right_latch[17:12];
            9'd44: top_6_bits <= pcm_right_latch[11:6];
            9'd45: top_6_bits <= pcm_right_latch[5:0];
            9'd46: top_6_bits <= 6'd0;
            9'd47: top_6_bits <= 6'd0;
            default: begin
                case ((sample_in_frame - 9'd48) % 9'd8)
                    9'd0: top_6_bits <= sequenceCount[5:0];
                    9'd1: top_6_bits <= sequenceCount[11:6];
                    9'd2: top_6_bits <= sequenceCount[17:12];
                    9'd3: top_6_bits <= sequenceCount[23:18];
                    9'd4: top_6_bits <= sequenceCount[29:24];
                    9'd5: top_6_bits <= sequenceCount[35:30];
                    9'd6: top_6_bits <= sequenceCount[41:36];
                    9'd7: top_6_bits <= sequenceCount[47:42];
                endcase
            end
        endcase
		if (sample_in_frame == 9'd511) begin
			sample_in_frame <= 9'd0;
		end else begin
			sample_in_frame <= sample_in_frame + 9'd1;
		end
		if (sample_in_frame >= 9'd48 && ((sample_in_frame - 9'd48) % 9'd8 == 9'd7)) begin
			sequenceCount <= sequenceCount + 48'd1;
		end
	end
end
endmodule
==> flow/run.sh <==
#!/bin/bash
# OpenROAD 26Q1-2900-gdf79404cd8, Yosys 0.63+post, stock flow scripts
make -C /OpenROAD-flow-scripts/flow DESIGN_CONFIG=/design/flow/config.mk WORK_HOME=/design/flow/orfs finish
==> flow/config.mk <==
export PLATFORM = sky130hd
export DESIGN_NAME = dataGenerator
export DESIGN_NICKNAME = dataGenerator
export VERILOG_FILES = /design/flow/design.v
export SDC_FILE = /design/flow/constraint.sdc
export NUM_CORES = 4
export LEC_CHECK = 1
export CORE_UTILIZATION = 30
==> flow/constraint.sdc <==
current_design dataGenerator

set clk_period 9.0
set clk_io_pct 0.2

create_clock -name clk0 -period $clk_period [get_ports {clock}]

set non_clock_inputs [all_inputs -no_clocks]
set_input_delay [expr $clk_period * $clk_io_pct] -clock clk0 $non_clock_inputs
set_output_delay [expr $clk_period * $clk_io_pct] -clock clk0 [all_outputs]
==> ds_physical_params.txt <==
Table: implementation figures

Parameter                              Value

Run status
  Run status    complete, no violations

Die
  Area of the core region    0.0253 mm²
  Initial core utilization    0.307
  Total I/O pin count    103
  Die Y    163 µm
  Total die size    0.0266 mm²
  Standard-cell rows    58
  Die extent in x    163 µm

CTS
  Number of gates resized after CTS    0
  Clk pin slew, worst setup/hold paths    60 ps
  Clock network latency to the later pin of the worst-skew pair    430 ps
  Number of buffers added by the clock tree synthesis step    17
  # H-tree levels    4
  Max Buffers Root-to-Sink    2
  Setup Fix Bufs, Post-CTS    0
  Clock tree from TritonCTS    built
  Clock sinks    155
  Hold-fix buffer count after cts    0
  Clock Tree Root    sky130_fd_sc_hd__clkbuf_16

Hold path
  Hold Crit Start    sequenceCount[47]
  Destination of the worst hold path    sequenceCount[47]
  Hold Path Depth    1
  Kind of path behind the tightest hold check    reg -> reg

Power and ir drop
  Proportion of power drawn by the clock network    0.466
  Switching power total    365 µW
  Power density over the cells    166 mW/mm²
  Fraction of power spent switching nets    0.227
  Leak Pwr    0.00402 µW
  Worst IR drop on VDD    0.000105 V
  Internal power component    1250 µW
  Proportion of power drawn by flip-flops and latches    0.464
  Power consumption    1610 µW
  Comb power frac    0.070

STA
  Worst-case clock skew    10.1 ps
  Post-route fraction of the period consumed by the critical path    0.573
  Pin slew with the least headroom to its limit    643 ps
  Achievable Freq    194 MHz
  Setup violations, final    0
  Setup repair after global routing missed its margin    false
  Slew margin rel.    0.572
  Pins Over Slew Limit    0
  Post-layout min period    5160 ps
  Final number of hold-violating endpoints    0
  Post-route setup slack    3840 ps
  Setup TNS    0 ps

Detailed routing
  Mean routed wirelength per cell    16.9 µm
  Drt initial violations    460
  WL met3    964 µm
  Top layer in use    met4
  Met2 wirelength from detailed routing    8830 µm
  ANT nets after route    0
  Vias after detailed routing    5721
  Ant diodes    0
  Post-DR vias/cell    5.09
  Number of search-and-repair iterations in the first detailed-routing pass    6
  DRT met1 WL    8840 µm
  Wire length reported by the detailed router    19000 µm
  Final routed DRC violation total    0

Synthesis
  Cell types occupying the most area after synthesis    sky130_fd_sc_hd__dfrtp_1, sky130_fd_sc_hd__mux2_2, sky130_fd_sc_hd__xnor2_1
  Async set-or-reset flop fraction in the synthesized netlist    1.00
  Part of the Yosys area used for sequential elements    0.499
  Most frequent cells after synthesis    sky130_fd_sc_hd__dfrtp_1, sky130_fd_sc_hd__mux2_2, sky130_fd_sc_hd__nand2_1
  Number of cells in the yosys synthesis report    692
  Post-synth EDFFs    0
  Dominant cell type by area after synthesis    sky130_fd_sc_hd__dfrtp_1
  Synth Warn #    1
  Total cell area reported by yosys after synthesis    0.00778 mm²
  Top cell type by instance count after synthesis    sky130_fd_sc_hd__dfrtp_1
  Netlist area before placement    0.00778 mm²
  Syn avg cell area    11.2 µm²
  Register bit count reported by yosys    155
  Top cell area share    0.499
  Distinct lib cells    65
  Instance tally after logic synthesis    692
  Most used DFF post-synth    sky130_fd_sc_hd__dfrtp_1

Placement
  Setup slack after placement    3820 ps
  Dpl hpwl    13000 µm
  Quantity of I/O buffers inserted on ports    102
  RePlAce Congestion    0.844

Worst setup path
  Destination of the worst register-to-register timing path    sequenceCount[36]
  Largest fanout of any net on the critical path    10
  Critical path data required time    7200 ps
  Arrival time at the worst endpoint    3360 ps
  Register-to-Register Setup Slack    5880 ps
  Register-to-Register Path Depth    8
  Startpoint type of the worst setup path    primary input
  Startpoint of the most critical register-to-register path    sample_in_frame[0]
  Setup CP Type    in -> out
  Crit path capture type    output pin

Layout
  Logic area    0.00366 mm²
  Seq. cell area    0.00388 mm²
  Area added between synthesis and finish    24.9%
  Fill cell count    2412
  Share of layout cells above drive strength 1    0.199

GRT
  Wire length of the first global-routing pass    31800 µm
  Number of global-route vias before repair    5808
  Total grt overflow    0
  Overall global routing resource usage    0.156
  Pin count of the biggest net entering global routing    64
  Number of antenna violations at the first check in global routing    0

Flow run
  Stage-log warning count    30
  Max-capacitance violation count    0
[cells by family (layout without fill, tap and decap cells)]
family | after synthesis | after routing | synth area share
DFF | 155 | 155 | 0.499
AOI/OAI and AO/OA | 112 | 112 | 0.108
buffers and inverters | 55 | 158 | 0.0304
and+or+nand+nor | 205 | 205 | 0.142
xor gates and xnor gates | 59 | 59 | 0.0664
adders and majority gates | 10 | 10 | 0.0161
muxes | 96 | 96 | 0.139
[power groups by stage]
stage / registers (µW) / logic, µW / clock network, µW
after CTS: 748 / 116 / 768
final: 748 / 113 / 751
after global routing: 753 / 125 / 797
[layout make-up]
cell class / instances / area share
clock buffers: 17 / 0.0438
well taps: 330 / 0.0425
multi-input cells: 482 / 0.377
inverters: 14 / 0.00541
repair buffers: 113 / 0.113
flip-flops and latches: 155 / 0.399
clock inverters: 14 / 0.0188
[worst max path at each step]
stage	startpoint	endpoint
after CTS	testModeFlag	dataOut[9]
after global routing	testModeFlag	dataOut[4]
final	testModeFlag	dataOut[2]
[layout by cell type, fill, tap and decap left out, types with 3 or more instances in the layout]
cell and instances:
sky130_fd_sc_hd__nor3_1 13, sky130_fd_sc_hd__o21ai_0 12, sky130_fd_sc_hd__ha_1 10, sky130_fd_sc_hd__inv_1 13, sky130_fd_sc_hd__o22ai_1 4, sky130_fd_sc_hd__a32oi_1 3
sky130_fd_sc_hd__a211oi_1 6, sky130_fd_sc_hd__a21oi_1 24, sky130_fd_sc_hd__and3_1 8, sky130_fd_sc_hd__a22oi_1 13, sky130_fd_sc_hd__mux2_2 94, sky130_fd_sc_hd__nor2_1 40
sky130_fd_sc_hd__dfrtp_1 154, sky130_fd_sc_hd__nand4_1 17, sky130_fd_sc_hd__clkbuf_16 17, sky130_fd_sc_hd__inv_6 5, sky130_fd_sc_hd__a32o_1 3, sky130_fd_sc_hd__or3_1 10
sky130_fd_sc_hd__and2_1 4, sky130_fd_sc_hd__a222oi_1 14, sky130_fd_sc_hd__nand2b_1 3, sky130_fd_sc_hd__nor2b_1 4, sky130_fd_sc_hd__clkdlybuf4s50_1 100, sky130_fd_sc_hd__nand2_1 51
sky130_fd_sc_hd__xnor2_1 42, sky130_fd_sc_hd__nor3_2 4, sky130_fd_sc_hd__nand3_1 32, sky130_fd_sc_hd__a221oi_1 3, sky130_fd_sc_hd__xor2_1 17, sky130_fd_sc_hd__bufinv_16 3
sky130_fd_sc_hd__buf_4 11, sky130_fd_sc_hd__a221o_1 4
[routing by layer]
metal  track usage  up-vias
met1         0.238     2822
met4        0.0314        0
met2         0.238      164
met5             0        -
li1              -     2712
met3        0.0279       23
[stage by stage]
| stage | hold WS, ps | area (µm²) | utilization | instances |
|---|---|---|---|---|
| 2_1_floorplan | 433 | 7780 | - | 692 |
| 3_3_place_gp | 474 | 9110 | 0.360 | 1094 |
| 3_5_place_dp | 474 | 9110 | 0.360 | 1094 |
| 4_1_cts | 487 | 9720 | 0.384 | 1125 |
| 5_1_grt | 500 | 9720 | 0.384 | 1125 |
| 6_report | 486 | 9720 | 0.384 | 1125 |
[worst max-delay path, stage by stage]
cell and delay [ps]:
sky130_fd_sc_hd__clkdlybuf4s50_1 760, sky130_fd_sc_hd__mux2_2 390, sky130_fd_sc_hd__clkdlybuf4s50_1 400
[flip-flops by register name, indices dropped and copies added (netlist names), 9 cells and up]
name               cells
sample_in_frame        9
audio_left_latch      12
sequenceCount         48
testData              10
pcm_right_latch       24
audio_right_latch     12
pcm_left_latch        24
adcData               10
Power figures rest on the tool's default switching activity, not on a simulated workload.
